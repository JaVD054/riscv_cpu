[flow/constraint.sdc]
current_design Frequency_Scaling

set clk_period 1.0
set clk_io_pct 0.2

create_clock -name clk0 -period $clk_period [get_ports {clk_50M}]

set non_clock_inputs [all_inputs -no_clocks]
set_input_delay [expr $clk_period * $clk_io_pct] -clock clk0 $non_clock_inputs
set_output_delay [expr $clk_period * $clk_io_pct] -clock clk0 [all_outputs]
[flow/config.mk]
export PLATFORM = sky130hd
export DESIGN_NAME = Frequency_Scaling
export DESIGN_NICKNAME = Frequency_Scaling
export VERILOG_FILES = /design/flow/design.v
export SDC_FILE = /design/flow/constraint.sdc
export NUM_CORES = 4
export LEC_CHECK = 1
export CORE_AREA = 10 10 70 70
export DIE_AREA = 0 0 80 80
[flow/run.sh]
#!/bin/bash
# OpenROAD 26Q1-2900-gdf79404cd8, Yosys 0.63+post, stock flow scripts
make -C /OpenROAD-flow-scripts/flow DESIGN_CONFIG=/design/flow/config.mk WORK_HOME=/design/flow/orfs finish
[flow/design.v]
module Frequency_Scaling #(parameter SCALE = 3)(
    input clk_50M,
    output reg adc_clk_out
);
reg [SCALE-1:0] s_clk_counter = 0;
initial begin
    adc_clk_out = 0;
end
always @(posedge clk_50M) begin
    if (s_clk_counter == 0) adc_clk_out = ~adc_clk_out;
    s_clk_counter = s_clk_counter + 1'b1;
end
endmodule
==> notes.md <==
Figures from the implementation reports.

- The total buffers and inverters traversed by the critical path reads 1.
- Antenna repair during routing inserted a diode count of 0.
- The internal power component is around 320 uW.
- The ratio of routed vias to standard cells reads between 1 and 1.5.
- The number of enable flip-flop cells reads 1.
- The shortest period the worst path allows is between 900 and 1000 ps.
- Ranked by total cell area, the synthesized netlist is headed by dfxtp_1, edfxtp_1, ha_1.
- The class of the worst hold path reads flip-flop to flip-flop.
- The yosys cell count reads 11.
- The placed wire-length estimate after detailed placement reads between 150 and 200 um.
- Before placement the cells fill ~4.1% of the core.
- The count of pins on the block boundary reads 2.
- According to the floorplan log, the row count is 21.
- The start point of the critical path reads adc_clk_out.
- The final report gives the core utilization as just over 7%.
- The number of unique standard cell types used by synthesis is 6.
- The number of fill cells reads roughly 410.
- The number of buffer cells added on primary ports reads 1.
- The routability congestion estimate is between 0.5 and 0.6.
- The share of total power in sequential cells reads between 40% and 50%.
- The post-layout instance count excluding filler cells is about 64.
- The capturing element type of the critical path reads an output pin.
- The iteration tally of the first detailed-router pass is 1.
- The worst slew margin relative to its limit reads just over 90%.
- OpenROAD reports that the post-layout worst path occupies between 90% and 100% of the period.
- From left edge to right edge, the die measures approximately 80 um.
- Setup repair after global routing left no endpoint under its margin.
- The run reported a max-capacitance violation count of 0.
- The initial antenna violation count is 0.
- The tally of OpenROAD warnings reads 26.
- The switching power as a share of total power reads approximately a fifth.
- Among all stages on the critical path, the largest delay is contributed by edfxtp_1.
- Per the post-CTS timing run, clock transition at the registers of the reported paths is 50 ps.
- The overall overflow remaining after global route reads 0.
- The power consumption reads 391 uW.
- The number of buffers on the longest clock path reads 2.
- The share of layout cells above drive strength 1 reads between 30% and 40%.
- The via count is approximately 90.
- The cell family contributing the most delay on the critical path is flip-flops.
- The via count of the first global-routing pass reads ~92.
- The startpoint of the worst-slack reg-to-reg timing path is s_clk_counter[0].
- The chip occupies 6400 um2.
- The first-pass GRT wire length is between 300 and 400 um.
- The cell leakage power reads approximately 0.00010 uW.
- The kind of start point of the critical path reads a flip-flop.
- The arrival time at the worst endpoint is between 700 and 800 ps.
- Between the synthesized netlist and the finished layout, the area growth was recorded as 73.5%.
- The data required time at the worst endpoint reads 800 ps.
- The biggest area consumer among synthesized cells is dfxtp_1.
- The pin slew with the least headroom to its limit reads 123 ps.
- The maximum VDD drop is roughly 0.00038 V.
- The worst stage delay on the critical path reads 370 ps.
- The commonest cells after synthesis are dfxtp_1, inv_1, ha_1.
- The skew report gives the latency at the later pin of the worst-skew pair as between 200 and 250 ps.
- The detail-routed net length per standard cell reads ~3.5 um.
- The part of the Yosys area used for sequential elements is between 60% and 70%.
- The gate count of the mapped netlist reads 11.
- A synthesized cell averages ~13 um2.
- The final hold violation count recorded for this run is 0.
- The synthesized area is between 100 and 150 um2.
- Yosys reports a chip area of between 100 and 150 um2.
- CTS built an H-tree with a depth of 1.
- The number of nets with antenna violations after detailed routing reads 0.
- The met3 wire length reads around 42 um.
- The share of the synthesized area in the top cell type is 42.5%.
- The timing-limited maximum frequency is roughly 1100 MHz.
- The maximum fanout count along the critical path reads 2.
- The violation count after the first detailed-routing iteration reads 0.
- The part of the total power dissipated in the clock network is 57.6%.
- The clock tree from TritonCTS is yes.
- The beginning of the worst hold path is s_clk_counter[0].
- The critical setup path kind is flip-flop to output pin.
- The library cell used as clock root buffer reads clkbuf_4.
- The number of cells in the design after placement is just under 60.
- The number of failing setup endpoints in the final timing report is 0.
- CTS added clock buffers totalling 3.
- The script computed a power per unit cell area of roughly 1600 nW/um2.
- The flow ran to the end, and the final reports show no timing, DRC or antenna violations.
- The core region is between 3000 and 4000 um2.
- The yosys synthesis warning count reads 1.
- Between clock sinks in the finished design, the worst skew comes to a little under 10 ps.
- The dominant synthesized flop cell reads dfxtp_1.
- Traced cell by cell, the critical path runs through buf_2.
- The synthesis-stage register bit count is 4.
- TritonRoute reported its final design rule violation total as 0.
- The highest signal layer in the routed design reads met3.
- The total wirelength of the detailed-routed design is roughly 220 um.
- The combinational share of power reads 0%.
- The routed metal-1 wire length reads around 100 um.
- The global-route usage over all layers reads less than 1%.
- The async set-or-reset flop fraction in the synthesized netlist reads 0%.
- The max-slew violation total from the final report is 0.
- Entering global routing, the biggest net connects 4 pins.
- According to the floorplan report, the die height is around 80 um.
- Wire segments on met2 add up to around 76 um in the final route.
- According to the CTS report, the clock sink count is 4.
- The analysis attributes to net switching a power of ~75 uW.
state kept, by name (all words and copies together) (netlist names):
name / flops
adc_clk_out: 1
s_clk_counter: 3
logic make-up (layout without fill, tap and decap cells):
group         count (synthesis)  count (layout)  synth area share (%)
xor+xnor                      1               1                  6.20
fa+ha+maj                     2               2                  17.7
buf+inv                       3              10                  7.96
flops                         4               4                  63.7
simple gates                  1               1                  4.43
power by group through the flow:
stage     clock network [uW]  logic (uW)  registers (uW)
6_report                 225   0.0000538             166
5_1_grt                  245   0.0000538             166
4_1_cts                  230   0.0000538             166
path summary, 6_finish.rpt:
path                                    endpoint  slack (ps)  depth (start not counted)
worst max-delay path                 adc_clk_out          60                          1
worst min register to register  s_clk_counter[0]         410                          1
worst min-delay path            s_clk_counter[0]         410                          1
worst max register to register       adc_clk_out          90                          3
cells in the final DEF, fill, tap and decap left out:
master / count
dfxtp_1: 3
buf_4: 2
ha_1: 2
edfxtp_1: 1
inv_1: 3
clkbuf_4: 3
buf_2: 1
xor2_1: 1
clkbuf_1: 1
nor2b_1: 1
stage by stage:
stage	hold WS, ps	setup TNS, ps	area (um2)	worst slack (ps)
5_1_grt	427	0	245	31.2
3_5_place_dp	406	-13.9	216	-13.9
4_1_cts	415	0	245	49.8
3_3_place_gp	387	-14.8	216	-14.8
6_report	405	0	245	64.0
2_1_floorplan	380	0	141	111
timing repair:
action / 4_1_cts / 5_1_grt
resized: 3 / 0
setup endpoints to repair: 1 / 0
hold buffers: 0 / 0
buffers inserted: 1 / 0
final cells by class:
cell class | instances | area [um2] | share of cell area [%]
flip-flops and latches | 4 | 90.1 | 36.7
well taps | 46 | 57.6 | 23.5
multi-input cells | 4 | 40.0 | 16.3
clock buffers | 4 | 26.3 | 10.7
repair buffers | 3 | 20.0 | 8.16
inverters | 3 | 11.3 | 4.59
metal layers:
metal / vias to the layer above / GRT usage, %
met5: - / 0
met3: 0 / 1.36
met1: 37 / 0.534
met2: 6 / 0.803
li1: 46 / -
met4: 0 / 0.352
Power and IR drop assume default switching activity.
