==> design.v <==
module mux3 #(parameter WIDTH = 8) (
    input       [WIDTH-1:0] d0, d1, d2,
    input       [1:0] sel,
    output      [WIDTH-1:0] y
);
assign y = sel[1] ? d2: (sel[0] ? d1 : d0);
endmodule
==> run.sh <==
#!/bin/bash
# OpenROAD 26Q1-2900-gdf79404cd8, Yosys 0.63+post, stock flow scripts
make -C /OpenROAD-flow-scripts/flow DESIGN_CONFIG=/design/flow/config.mk WORK_HOME=/design/flow/orfs finish
==> config.mk <==
export PLATFORM = sky130hd
export DESIGN_NAME = mux3
export DESIGN_NICKNAME = mux3
export VERILOG_FILES = /design/flow/design.v
export SDC_FILE = /design/flow/constraint.sdc
export NUM_CORES = 4
export LEC_CHECK = 1
export CORE_AREA = 10 10 70 70
export DIE_AREA = 0 0 80 80
==> constraint.sdc <==
current_design mux3

set clk_period 1.0
set clk_io_pct 0.2

create_clock -name clk0 -period $clk_period

set non_clock_inputs [all_inputs -no_clocks]
set_input_delay [expr $clk_period * $clk_io_pct] -clock clk0 $non_clock_inputs
set_output_delay [expr $clk_period * $clk_io_pct] -clock clk0 [all_outputs]
==> results.toml <==
# yosys + openroad results
[setup_path]
required_ns = 0.80
critical_path.slowest_cell = "mux2i_4"
end_kind = "output port"
cpMostUsedCell = "buf_8"
crit_path_max_fanout = 5
criticalPathCategory = "primary input to output port"
max_stage_delay_ns = 0.17
critPathArrivalTime_ns = 0.81
path_cells = "buf_8, buf_8, mux2i_4, o21ai_2, buf_2"
worstSetupStartpointType = "primary input"

[min_path]
hold-path-endpoint = "y[0]"
holdPathStages = 4
hold_class = "primary input to output port"
hp-start = "d2[0]"

[cells_and_area]
nClkBuffers = 0
drive_above_1_share_pct = 32.3
fin_util_pct = 17.1
areaGrowthSynthToFinish_pct = 238
ff_count = 0
instances_no_fill = 108
regArea_um2 = 0
area.combinational_um2 = 181
nFillCells = 385

[routing]
routedWlPerCell_um = 11.3
via_count = 343
drtIter0Drc = 7
ant_nets = 0
firstDrtPassIters = 3
vias_per_cell = 3.18
antenna_cells = 0
routed_wl_um = 1220
route.detailed.drc = 0

[job]
tool_warnings = 34
max_cap_viol_count = 0

[floorplanning]
die_width_um = 80
pin_count = 34
die_y_um = 80
rows = 21
core_mm2 = 0.00342
chipArea_mm2 = 0.00640
fp_util_pct = 5.05

[power_and_ir_drop]
pwr-share-clk_pct = 0
p_leak_uw = 0.000285
p_per_area_mw_per_mm2 = 350
internal-power_uw = 135
p_switching_uw = 69.3
p_total_uw = 204
switching_share_pct = 34.0
pwr-share-comb_pct = 100.0
seq_power_share_pct = 0
ir_drop_uv = 37.0

[final_timing]
hold_viol_final = 0
tightest_slew_ns = 0.167
hold_ws_ns = 0.783
rsz0062_at_grt = "yes"
slew_headroom_pct = 88.5
setup_violations = 1
fin_ws_ns = -0.0119
fmax_mhz = 988
fin_crit_sh_pct = 101
tns_ns = -0.0119
period_minus_slack_ns = 1.01
slew_violations = 0

[synth]
postSynthSeqShare_pct = 0
xor_share_pct = 0
synth-compound-area-share_pct = 23.2
postSynthAreaPerCell_um2 = 6.64
synth_area_um2 = 173
synth_cell_types = 4
syn_inst = 26
ys_cells = 26
yosys_area_um2 = 173
topCombFamilyByArea = "multiplexers"
ys_warn_count = 0
ys_sh_simple_pct = 17.4
mux_share_pct = 46.4
fa_ha_area_share_pct = 0

[placement]
dp_hpwl_um = 989
placed_cells = 107
numPortBuffers = 34
gp_congestion = 0.778

[grt]
use_met3_pct = 0.909
grt_first_pass_wirelength_um = 1730
track_usage_pct = 3.23
met2_usage_pct = 5.30
grt_max_degree = 9
gr-total-overflow = 0
top_usage_layer = "met2"
grt_util_met1_pct = 4.35
antenna_found_initial = 0
grt_pass1_vias = 361

[status]
status = "finished, violations left"
violations = "setup timing"

[clock_tree]
post_cts_buffers = 0
cts.hold.buffers_added = 0
[routing by layer]
layer / vias up / share of wire [%] / wire length, um
met5: - / 0 / 0
met4: 0 / 0 / 0
met3: 0 / 9.7 / 118
met2: 23 / 41 / 505
met1: 154 / 49 / 595
li1: 166 / - / -
[layout make-up]
type,instances,share of cell area (%)
well taps,46,9.87
multi-input cells,24,31.1
repair buffers,38,59.0
[cells in the final DEF, fill, tap and decap left out]
cell type / count
buf_2: 9
nand2_1: 8
dlygate4sd2_1: 24
buf_8: 2
buf_16: 1
mux2i_4: 1
mux2i_2: 1
mux2i_1: 6
o21ai_1: 4
buf_12: 1
buf_6: 1
o21ai_2: 4
[critical path: cells and delay by family]
| kind | cells | cell delay [ns] |
|---|---|---|
| buffers and inverters | 3 | 0.34 |
| muxes | 1 | 0.17 |
| AOI/OAI and AO/OA | 1 | 0.10 |
[stage by stage]
stage | setup slack, ns | instance area [um^2]
2_1_floorplan | 0.260 | 173
3_3_place_gp | -0.743 | 583
3_5_place_dp | -0.749 | 583
4_1_cts | -0.0189 | 559
5_1_grt | -0.0324 | 583
6_report | -0.0119 | 583
[power groups by stage]
stage	registers (uW)	clock network [uW]	logic (uW)
after CTS	0	0	194
final	0	0	204
after global routing	0	0	221
[cells by family after synthesis]
logic type,after synthesis
multiplexers,8
AND/OR/NAND/NOR,8
AND-OR/OR-AND,8
buffers and inverters,2
[cells in the mapped netlist]
cell     number  area (um^2)
nand2_1       8         30.0
buf_6         2         22.5
o21ai_1       8         40.0
mux2i_1       8         80.1
[worst max path at each step]
stage / start / to / slack [ns]
CTS: sel[0] / y[6] / -0.02
global route: sel[0] / y[6] / -0.03
finish: sel[0] / y[6] / -0.01
[repair_timing]
action	CTS	global route
gates cloned	1	0
pin swaps	12	6
gates resized	65	5
endpoints found under the hold margin	0	0
setup endpoints to repair	8	8
No activity file was given, so power comes from the tool's default toggle rates.
